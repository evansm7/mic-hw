--- flow/run.sh ---
#!/bin/bash
# OpenROAD 26Q1-2900-gdf79404cd8, Yosys 0.63+post, stock flow scripts
make -C /OpenROAD-flow-scripts/flow DESIGN_CONFIG=/design/flow/config.mk WORK_HOME=/design/flow/orfs finish
--- flow/config.mk ---
export PLATFORM = sky130hd
export DESIGN_NAME = m_memtest
export DESIGN_NICKNAME = m_memtest
export VERILOG_FILES = /design/flow/design.v
export SDC_FILE = /design/flow/constraint.sdc
export NUM_CORES = 4
export LEC_CHECK = 1
export CORE_UTILIZATION = 40
--- flow/constraint.sdc ---
current_design m_memtest

set clk_period 4.1
set clk_io_pct 0.2

create_clock -name clk0 -period $clk_period [get_ports {clk}]

set non_clock_inputs [all_inputs -no_clocks]
set_input_delay [expr $clk_period * $clk_io_pct] -clock clk0 $non_clock_inputs
set_output_delay [expr $clk_period * $clk_io_pct] -clock clk0 [all_outputs]
--- flow/design.v ---
module m_memtest(input wire        clk,
		 input wire 	   reset,
		 output reg 	   O_TVALID,
		 input wire 	   O_TREADY,
		 output reg [63:0] O_TDATA,
		 output reg 	   O_TLAST,
		 input wire 	   I_TVALID,
		 output wire 	   I_TREADY,
		 input wire [63:0] I_TDATA,
		 input wire 	   I_TLAST,
		 output reg [31:0] trx_count
		 );
   parameter NAME = "Memtest";
   parameter THROTTLE = 0;
   parameter THROTTLE_RESPONSES = 0;
   parameter RNG_INIT = 16'hface;
   parameter SRC_ID = 8'h00;
   parameter ADDR_MASK = 29'h1fffffff;
   parameter ADDR_OFFS = 29'h00000000;
   parameter NUM_TRANSACTIONS = 32'hffffffff;
   reg 		     write_en;
   wire		     start_request;
   reg [7:0] 	     write_limit;
   reg [7:0] 	     write_counter;
   reg [31:3] 	     write_address;
   wire [15:0] 	     rng;
   reg [63:0] 	     sent_data[255:0];
   rng		#(.S(RNG_INIT)
		  )
                RNG
		  (.clk(clk),
		   .reset(reset),
		   .rng_o(rng));
   assign start_request = (trx_count != 0) && (!THROTTLE || rng[14]);
   wire 	     lumpy_request;
   assign lumpy_request = !THROTTLE || rng[3];
   reg [2:0] 	     state;
   reg 		     do_write;  
   reg 		     response_handshake_a;
   reg 		     response_handshake_b;
   wire [31:3] 	     out_address;
   assign out_address = ADDR_OFFS | (ADDR_MASK & {rng[15:0], ~rng[15:3]});
   wire [7:0] 	     rd_len;
   assign rd_len = write_limit;
   wire [63:0] 	     rd_header;
   wire [63:0] 	     wr_header;
   wire [63:0] 	     wr_data;
   assign rd_header[63:0] = { 5'h1f  , 3'h0, SRC_ID, rd_len[7:0], 6'h00, 2'b00  ,
			      write_address, 3'h0};
   assign wr_header[63:0] = { 5'h1f  , 3'h0, SRC_ID,       8'h00, 6'h00, 2'b01  ,
			      out_address, 3'h0};
   assign wr_data[63:0] = {rng, rng, rng, rng};
   always @(posedge clk)
     begin
	if (reset) begin
	   state <= 0;
	   O_TDATA <= 0;
	   O_TLAST <= 0;
	   O_TVALID <= 0;
	   write_counter <= 0;
	   write_limit <= 0;
	   write_address <= 0;
	   response_handshake_a <= 0;
	   do_write <= 1;
	   trx_count <= NUM_TRANSACTIONS;
	end else begin
	   case (state)
	     0:
	       begin
		  if (start_request) begin
		     if (do_write) begin
			O_TDATA       <= wr_header;
			O_TVALID      <= 1;
			O_TLAST       <= 0;  
			state         <= 2;
			do_write      <= 0;  
			write_address <= out_address;
			write_limit   <= rng[4:0];  
			write_counter <= 0;
		     end else begin
			O_TDATA  <= rd_header;
			O_TVALID <= 1;
			O_TLAST  <= 1;  
			state    <= 1;
			do_write <= 1;  
		     end  
		     trx_count <= trx_count - 1;
		  end
	       end
	     1:
	       begin
		  if (O_TREADY) begin
		     O_TVALID <= 0;
		     state <= 3;
		     response_handshake_a <= ~response_handshake_a;
		     O_TLAST <= 0;
		  end
	       end
	     2:
	       begin
		  if (O_TREADY) begin
		     if (write_counter > write_limit) begin
			O_TVALID             <= 0;
			state                <= 3;
			response_handshake_a <= ~response_handshake_a;
			O_TLAST              <= 0;
		     end else begin
			if (lumpy_request) begin
			   O_TVALID <= 1;
			   if (write_counter == write_limit) begin
			      O_TLAST <= 1;
			   end
			   O_TDATA <= wr_data;
			   sent_data[write_counter] <= wr_data;
			   write_counter <= write_counter + 1;
			end else begin
			   O_TVALID <= 0;
			end  
		     end
		  end
	       end  
	     3:
	       begin
		  if (response_handshake_a == response_handshake_b)
		    state <= 0;
	       end
	   endcase  
	end
     end
   wire [1:0] 	     pkt_type;
   wire [31:3] 	     in_address;
   reg [1:0] 	     pkt_type_r;
   reg [31:3] 	     in_address_r;
   reg 		     is_header;
   reg [9:0] 	     count;
   assign pkt_type = I_TDATA[33:32];
   assign in_address = I_TDATA[31:3];
   assign I_TREADY = !THROTTLE_RESPONSES || rng[7];  
   always @(posedge clk)
     begin
	if (reset) begin
	   is_header <= 1;
	   count <= 0;
	   pkt_type_r <= 0;
	   in_address_r <= 0;
	   response_handshake_b <= 0;
	end else begin
	   if (I_TVALID && I_TREADY) begin
	      if (is_header) begin
		 pkt_type_r <= pkt_type;
		 in_address_r <= in_address;
		 if (!I_TLAST) begin
		    if (pkt_type != 2'b10) begin  
		    end
		    is_header <= 0;
		    count <= 0;
		 end else begin
		    response_handshake_b <= ~response_handshake_b;
		 end
	      end else begin  
		 count <= count + 1;
		 if (I_TLAST) begin
		    is_header <= 1;
		    response_handshake_b <= ~response_handshake_b;
		 end
	      end  
	   end
	end
     end
endmodule
module rng(input wire clk,
	   input wire reset,
	   output reg [15:0] rng_o
	   );
   parameter S = 16'ha5a5;
   reg [15:0] 	     lfsr;
   reg [15:0] 	     r;
   wire		     lfsr_in;
   assign	     lfsr_in = lfsr[3] ^ ~lfsr[5] ^ lfsr[13] ^ ~lfsr[15];
   always @(posedge clk)
     begin
	if (reset) begin
	   lfsr <= 16'hffff;
	   r <= S;
	   rng_o <= S;
	end else begin
	   r <= {r[0],r[15:1]};
	   lfsr[15:0] <= {lfsr[14:0],lfsr_in};
	   rng_o[15:0] <= r[15:0] ^ lfsr[15:0];
	end
     end
endmodule  
==> out/qor.log <==
qor: outcome.run_status finished clean
qor: synth.synth-cells-yosys 813
qor: sta.fin_crit_sh 73.1%
qor: sta.timing_max_transition_violations_final 0
qor: place.last_weighted_congestion_value_of_the_routability_driven_placer 0.784
qor: sta.worst_clock_skew 0.0111 ns
qor: global_routing.grt_start_max_net_pins 79
qor: routing.antenna-diode-count 0
qor: clock_tree.htree_num_levels 4
qor: routing.detailedRoute.firstIterationViolations 418
qor: place.dp_cells 1,093
qor: synth.syn_inst_count 813
qor: finish.area_growth_syn_to_layout 24.0%
qor: routing.via_per_inst 5.24
qor: power_and_ir_drop.power_leakage 3.23 nW
qor: setup_path.critical-path-top-delay-family simple AND/OR/NAND/NOR gates
qor: synth.post_synth_fa_ha_maj_area_fraction 1.36%
qor: synth.numSynthFlops 180
qor: setup_path.critical-path-max-stage-delay 0.81 ns
qor: synth.post-synth-top-area-cell sky130_fd_sc_hd__dfxtp_1
qor: synth.yosys-stat-area 7360 um2
qor: clock_tree.clkSlewWorstSetupHoldPaths 0.07 ns
qor: synth.synth-async-reset-ratio 0%
qor: clock_tree.cts_tree built
qor: synth.synthesis.yosys.warnings 2
qor: place.detail_placement_hpwl 10,900 um
qor: setup_path.worstSetupPathType reg2reg
qor: power_and_ir_drop.cellInternalPower 3.26 mW
qor: synth.ys_dominant_reg_cell sky130_fd_sc_hd__dfxtp_1
qor: sta.final-setup-viol-count 0
qor: setup_path.timing.critical_path.slowest_stage_cell sky130_fd_sc_hd__or4_1
qor: die.floorplan.die.height 138 um
qor: sta.transition_time_of_the_tightest_slew_check_pin 0.789 ns
qor: sta.max-slew-margin-rel 47.1%
qor: synth.post_synthesis_cell_type_with_the_largest_instance_count sky130_fd_sc_hd__dfxtp_1
qor: setup_path.crit_path_cell_trace or4_4 -> nand4bb_4 -> or4_1 -> buf_4 -> a21oi_1 -> a211oi_1
qor: routing.wl 16,900 um
qor: finish.filler_cell_count 1,637
qor: routing.vias 5,892
qor: setup_path.worst-path-max-fanout 36
qor: global_routing.first_global_vias 5,210
qor: finish.post_route_cells_drive_above_1_share 10.4%
qor: die.die_w 138 um
qor: synth.synthesis.area_per_instance 9.06 um2
qor: finish.regArea 3600 um2
qor: synth.edf_count 0
qor: synth.compound_area_share 19.2%
qor: finish.final_cells 1,125
qor: clock_tree.clk_latency 0.43 ns
qor: synth.synthSimpleGateAreaFrac 19.8%
qor: die.area_of_the_core_region 18,000 um2
qor: clock_tree.cts_post_setup_buffers_inserted 0
qor: finish.logic_area 3420 um2
qor: setup_path.worst_ep_arrival_time 3.28 ns
qor: hold_path.hp-class reg2reg
qor: sta.unrepaired_setup_endpoints_after_global_routing false
qor: setup_path.worstPathBufferInverterCount 1
qor: clock_tree.clk_sinks 180
qor: sta.timing.final.hold_violations 0
qor: synth.synth_xor_xnor_area_share 5.47%
qor: sta.maxClockFrequency 334 MHz
qor: power_and_ir_drop.sequential_share_of_power 45.6%
qor: clock_tree.cts.hold.buffers_added 0
qor: clock_tree.clk_path_buf_depth 2
qor: power_and_ir_drop.power.combinational.fraction 14.6%
qor: synth.synthDominantCellAreaShare 48.9%
qor: place.port_buffers 102
qor: die.ioPinCount 168
qor: place.post-place-ws 1.14 ns
qor: routing.drt_drc_violations_left 0
qor: clock_tree.cts_made_buffers 17
qor: power_and_ir_drop.clk_pwr_share 39.8%
qor: power_and_ir_drop.peakVddDrop 0.314 mV
qor: sta.fin_ws 1.10 ns
qor: job.max-cap-violations 0
qor: clock_tree.post_cts.resized_instances 0
qor: setup_path.worst_ep_required_time 4.38 ns
qor: global_routing.grt_first_pass_wirelength 27,300 um
qor: setup_path.critPathLaunchType flip-flop
qor: global_routing.grt_usage 18.8%
qor: routing.wire_length_per_cell 15.1 um
qor: die.core.rowCount 49
qor: synth.ys_top_logic_family simple AND/OR/NAND/NOR gates
qor: synth.synth.area.mux_share 0.272%
qor: clock_tree.clockRootBuffer sky130_fd_sc_hd__clkbuf_16
qor: power_and_ir_drop.p_switching 1.12 mW
qor: global_routing.antenna_found_initial 0
qor: synth.synth.top_cells.by_area sky130_fd_sc_hd__dfxtp_1, sky130_fd_sc_hd__a21oi_1, sky130_fd_sc_hd__xnor2_1, sky130_fd_sc_hd__a211oi_1, sky130_fd_sc_hd__nand2_1
qor: power_and_ir_drop.power_per_cell_area 479 nW/um2
qor: synth.yosys_cell_types 53
qor: synth.syn_area 7360 um2
qor: routing.dr.pass1.iters 4
qor: synth.yosys-top-cells-count sky130_fd_sc_hd__dfxtp_1, sky130_fd_sc_hd__a21oi_1, sky130_fd_sc_hd__nand2_1
qor: sta.period_minus_slack 3.00 ns
qor: global_routing.globalRouteOverflowTotal 0
qor: job.warning_count 90
qor: die.chipArea 19,000 um2
qor: sta.setup_tns 0 ns
qor: setup_path.end_kind flip-flop
qor: power_and_ir_drop.swShare 25.5%
qor: synth.seq_area_frac_synth 48.9%
qor: die.initial_core_util 40.9%
qor: routing.route.antenna.remaining_nets 0
[power by group through the flow]
stage / registers, mW / clock network (mW) / logic [mW]
4_1_cts: 2.00 / 1.78 / 0.646
6_report: 2.00 / 1.74 / 0.640
5_1_grt: 2.02 / 1.85 / 0.725
[stage by stage]
step	cell area [um2]	utilization (%)	power (mW)	hold WS [ns]
2_1_floorplan	7360	-	2.39	0.426
6_report	9130	50.7	4.38	0.456
5_1_grt	9130	50.7	4.59	0.475
3_5_place_dp	8490	47.1	2.68	0.445
3_3_place_gp	8490	47.1	2.67	0.443
4_1_cts	9130	50.7	4.42	0.456
[registers in the layout (all words and copies together), names as in the netlist]
name                  cells
RNG.r                    16
O_TVALID                  1
response_handshake_a      1
write_address            29
trx_count                32
write_counter             8
response_handshake_b      1
RNG.rng_o                16
O_TDATA                  54
do_write                  1
O_TLAST                   1
state                     4
RNG.lfsr                 16
[cell usage in the layout, fill, tap and decap left out, drive strengths merged, types with 6 or more instances in the layout]
cell             n
ha               8
or3b             6
o21ai           34
a311oi          27
nor3            25
a21oi           81
xnor2           39
nand2b          39
nand2           69
nor4            11
or2             27
a22o            10
or4              7
clkbuf          18
buf             15
inv             20
nor2b            7
clkdlybuf4s50  101
dfxtp          180
nor2            61
a211oi          37
xor2             7
[layer usage]
metal | vias up | part of all wire, % | GRT usage [%] | routed length [um]
met1 | 2764 | 49 | 29.9 | 8250
met5 | - | 0 | 0 | 0
li1 | 2997 | - | - | -
met2 | 126 | 46 | 28.6 | 7830
met4 | 0 | 0.30 | 1.69 | 51
met3 | 5 | 4.8 | 2.93 | 821
[kinds of logic after synthesis]
group	Yosys count
and+or+nand+nor	281
AOI/OAI and AO/OA	213
DFF	180
buffers and inverters	82
xor gates and xnor gates	46
adders and majority gates	8
muxes	2
other	1
[worst reg2reg max path: cells and delay by family, from the launching register on]
kind / cells / cell delay, ns
and+or+nand+nor: 3 / 1.82
buffers and inverters: 1 / 0.37
DFF: 1 / 0.38
AOI/OAI and AO/OA: 2 / 0.29
[path summary, 6_finish.rpt]
path | start | to | slack [ns] | cells past startpoint
hold / removal | write_address[26] | write_address[26] | 0.46 | 2
setup / recovery | trx_count[10] | O_TDATA[7] | 1.10 | 6
hold reg to reg | write_address[26] | write_address[26] | 0.46 | 2
setup reg to reg | trx_count[10] | O_TDATA[7] | 1.10 | 6
[final cells by class]
cell class,count,area share [%]
Tap cell,229,3.14
Multi-Input combinational cell,551,37.4
Inverter,17,0.699
Timing Repair Buffer,116,12.3
Sequential cell,180,39.5
Clock buffer,18,4.81
Clock inverter,14,2.19
No activity file was given, so power comes from the tool's default toggle rates.
